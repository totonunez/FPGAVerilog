`/design/flow/design.v`:
```
module contador(
    input CLK100MHZ,
	input RST,
	output reg [7:0] AN,
	output reg [6:0] OUT
	);
	reg [26:0] CONTADOR_SEG;  
    wire SEGUNDO;  
    reg [3:0] DISPLAY;  
	always @(posedge CLK100MHZ or posedge RST)
	begin
		if(RST==1)
			CONTADOR_SEG <= 0;
		else begin
			if(CONTADOR_SEG>=99999999) 
                 CONTADOR_SEG <= 0;
            else
                CONTADOR_SEG <= CONTADOR_SEG + 1;
		end
	end
	assign SEGUNDO = (CONTADOR_SEG==99999999)?1:0;
	always @(posedge CLK100MHZ or posedge RST)
	begin
		if(RST==1)
			DISPLAY <= 0;
		else if(SEGUNDO==1) begin
		    if(DISPLAY>=9)
		        DISPLAY <= 0;
		    else
		        DISPLAY <= DISPLAY + 1;
		end 
	end
	always @(*)
    begin
        case(DISPLAY)
        4'b0000: OUT = 7'b0000001;  
        4'b0001: OUT = 7'b1001111;  
        4'b0010: OUT = 7'b0010010;  
        4'b0011: OUT = 7'b0000110;  
        4'b0100: OUT = 7'b1001100;  
        4'b0101: OUT = 7'b0100100;  
        4'b0110: OUT = 7'b0100000;  
        4'b0111: OUT = 7'b0001111;  
        4'b1000: OUT = 7'b0000000;  
        4'b1001: OUT = 7'b0000100;  
        default: OUT = 7'b0000001;  
        endcase
        AN = 8'b11111110;  
    end
endmodule
```
`/design/flow/run.sh`:
```
#!/bin/bash
# OpenROAD 26Q1-2900-gdf79404cd8, Yosys 0.63+post, stock flow scripts
make -C /OpenROAD-flow-scripts/flow DESIGN_CONFIG=/design/flow/config.mk WORK_HOME=/design/flow/orfs finish
```
`/design/flow/config.mk`:
```
export PLATFORM = sky130hd
export DESIGN_NAME = contador
export DESIGN_NICKNAME = contador
export VERILOG_FILES = /design/flow/design.v
export SDC_FILE = /design/flow/constraint.sdc
export NUM_CORES = 4
export LEC_CHECK = 1
export CORE_UTILIZATION = 30
```
`/design/flow/constraint.sdc`:
```
current_design contador

set clk_period 4.9
set clk_io_pct 0.2

create_clock -name clk0 -period $clk_period [get_ports {CLK100MHZ}]

set non_clock_inputs [all_inputs -no_clocks]
set_input_delay [expr $clk_period * $clk_io_pct] -clock clk0 $non_clock_inputs
set_output_delay [expr $clk_period * $clk_io_pct] -clock clk0 [all_outputs]
```
==> deck_impl_summary.md <==
Implementation Results

Synthesis
  – Synth async-reset ratio: 100.0%
  – Dominant cell area share: between 30% and 40%
  – Main synth FF type: dfrtp_1
  – Distinct lib cells: 37
  – Synth Seq Share: around 40%
  – Ys cells: approximately 200
  – Post-synth regs: 31
  – Top cells by count, synth: dfrtp_1 (31), nor2_1 (20), xnor2_1 (16)
  – Post-Syn Area: a little under 2000 sq um
  – Most common cell in the synthesized netlist: dfrtp_1
  – Top cells, area: dfrtp_1 (40%), xnor2_1 (7.2%), nor2_4 (6.9%)
  – Number of flops mapped to enable cells by yosys: 0
  – Syn Area/Cell: 9.543 sq um
  – Syn Inst Count: between 200 and 250
  – Yosys warnings: 1
  – YS chip area: ~2000 sq um
  – Post-synth top area cell: dfrtp_1

Setup path
  – Critical path endpoint category: output pin
  – CP Max Fanout: 7
  – Type of origin of the critical path: register
  – WP data required: between 3 and 4 ns
  – CP Class: reg2out
  – Worst-path cell chain: inv_1 > ha_1 > inv_1 > nand2_1 > a21oi_1 > clkdlybuf4s50_1
  – Data arrival time of the critical path: around 1.9 ns
  – Slowest stage delay, CP: 0.47 ns
  – CP dominant cell by count: inv_1
  – CP max stage cell: clkdlybuf4s50_1

Clock tree
  – Max Buffers Root-to-Sink: 2
  – Insertion Delay late pin: approximately 0.28 ns
  – Post-cts resize count: 0
  – H-tree levels: 2
  – CTS tree: done
  – Clk root buf: clkbuf_8
  – Sink Count: 31
  – Hold buffer count at CTS: 0
  – Post-CTS setup buffers: 0
  – Num CTS Buffers: 5
  – Clock transition at path regs: approximately 0.06 ns

Global routing
  – Overall Global Routing Usage: 10.68%
  – Antenna violations before repair: 0
  – Largest net degree at the start of global routing: 32
  – Vias in the first global route: between 1,000 and 1,500
  – First-pass GRT wire length: between 5 and 6 mm
  – Grt ovf: 0

Cells and area
  – P&R area growth vs syn: 9.511%
  – Share of cells above drive strength 1: 15.49%
  – Area occupied by multi-input gates: just over 1000 sq um
  – Finished Layout Cells: around 290
  – Design area: 2132 sq um
  – Final Util: between 30% and 40%
  – FILL cells: ~640
  – Flop area: 775.7 sq um

Floorplanning
  – # IOs: 17
  – Die area: just under 7000 sq um
  – Die W: slightly above 80 microns
  – Fp util: 31.94%
  – Core box area: 6096 sq um
  – Die H: between 80 and 90 microns
  – Row count: 28

Drt
  – Drt initial violations: between 40 and 50
  – Routed WL: around 3.1 mm
  – # DRC: 0
  – Routed len/inst: around 11 microns
  – DRT Pass-1 Iters: 4
  – Vias/cell: between 4 and 5
  – ANT nets after route: 0
  – Vias: approximately 1,300
  – ANT cells: 0

Flow run
  – Max Cap Violations: 0
  – OpenROAD warnings: 29

Timing
  – Final Worst Setup Slack: just over 2 ns
  – RSZ-0062 raised after global routing: no
  – Final hold vios: 0
  – Min Tclk post-route: roughly 2.9 ns
  – Final Skew: approximately 0.0037 ns
  – Fin Setup TNS: 0 ns
  – Fmax achieved: between 0.3 and 0.4 GHz
  – Post-layout period usage: between 50 and 60%
  – Min Hold Slack: 0.4818 ns
  – Max-slew violations: 0
  – Setup violators final: 0

Pwr
  – Final Power: 0.4803 mW
  – PwrDens: about 230 nW/um^2
  – Maximum resistive drop on vdd: roughly 0.15 mV
  – Pleak: around 0.86 nW

Placed design
  – RePlAce Congestion: between 0.7 and 0.8
  – Dpl cell area: a little over 2000 sq um
  – Inst Count DP: roughly 280
  – Pre-CTS setup slack: around 2.3 ns
  – Hpwl dp: ~2.2 mm
  – Port Buf Inserts: 8

Hold path
  – Worst min path class: reg2reg

Outcome
  – Status: finished clean
## cells by family after synthesis
| family | share of synthesized area, % |
|---|---|
| compound gates | 4.500 |
| xor+xnor | 11.25 |
| fa+ha+maj | 3.856 |
| buf+inv | 8.290 |
| flops | 39.85 |
| mux | 0.5142 |
| other cells | 0.3857 |
| simple gates | 31.36 |
## placed cells by master (no fill, tap or decap)
master	count
inv_1	9
a21oi_1	4
conb_1	8
or4_4	1
ha_1	6
nand2b_1	4
nor3_1	6
nor4bb_1	1
nor2_1	20
xor2_1	9
o22a_1	1
clkbuf_1	1
clkbuf_8	7
nor2_2	9
o21ai_0	4
o22ai_1	1
a41oi_1	1
and2_1	1
clkdlybuf4s50_1	8
buf_4	2
nor2_4	12
a21oi_2	1
mux2i_1	1
nand4_1	5
a21o_1	1
nand2_1	13
nand3_1	13
and3_1	5
and4_1	5
xnor2_1	16
dfrtp_1	31
nand4b_1	1
nor3b_1	1
nor4_1	3
o21a_1	1
or3_2	1
## area by class of cell
type / instances / area share [%]
clock buffer: 8 / 4.695
inverter: 9 / 1.585
multi-input combinational: 155 / 48.47
sequential: 31 / 36.39
tap: 75 / 4.401
timing repair buffer: 10 / 4.460
## worst max-delay path: cells and delay by family, from the launching register on
family	cells	cell delay [ns]
buffers and inverters	3	0.66
flip-flops	1	0.44
AND-OR/OR-AND	1	0.14
AND/OR/NAND/NOR	1	0.05
adder cells (fa/ha/maj)	1	0.32
## report_power, final
group	switching, mW	leakage, nW	internal, mW
Clock	0.0900	0.0515	0.128
Combinational	0.00499	0.385	0.00128
Sequential	0	0.424	0.256
Total	0.0950	0.860	0.385
## flip-flops by register name, indices dropped and copies added, names as in the netlist
| register | count |
|---|---|
| DISPLAY | 4 |
| CONTADOR_SEG | 27 |
## per-layer routing
metal | wire length [microns] | up-vias | track usage [%]
met5 | 0 | - | 0
met4 | 54 | 0 | 1.897
met3 | 106 | 8 | 2.787
met2 | 1345 | 21 | 16.12
met1 | 1616 | 615 | 15.94
li1 | - | 684 | -
## worst paths after layout
kind                            depth (start not counted)                to  slack [ns]              from
worst max-delay path                                    6            OUT[3]        2.04        DISPLAY[0]
worst min register to register                          1  CONTADOR_SEG[25]        0.48  CONTADOR_SEG[26]
worst min-delay path                                    1  CONTADOR_SEG[25]        0.48  CONTADOR_SEG[26]
worst max register to register                          6   CONTADOR_SEG[6]        2.63   CONTADOR_SEG[9]
max in group asynchronous                               3  CONTADOR_SEG[10]        3.53               RST
min in group asynchronous                               3  CONTADOR_SEG[25]        1.08               RST
Power and IR drop assume default switching activity.
