[constraint.sdc]
current_design ALU

set clk_period 21.9
set clk_io_pct 0.2

create_clock -name clk0 -period $clk_period [get_ports {CLK100MHZ}]

set non_clock_inputs [all_inputs -no_clocks]
set_input_delay [expr $clk_period * $clk_io_pct] -clock clk0 $non_clock_inputs
set_output_delay [expr $clk_period * $clk_io_pct] -clock clk0 [all_outputs]
[design.v]
module ALU(
    input CLK100MHZ,
    input [3:0] Num1, Num2,
    input [1:0] Op,
    output [3:0] LED1, LED2,
    output [1:0] LED_Op,
    output reg [7:0] AN,
    output reg [6:0] display
    );
    reg [7:0] result;
    reg [3:0] digito;
    reg [18:0] refresh;
    wire [2:0] active_display;
    assign LED1 = Num1;
    assign LED2 = Num2;
    assign LED_Op = Op;
    always @(*)
    begin
        case(Op)
        2'b00:  
            result = Num1 + Num2;
        2'b01:  
            result = (Num1 > Num2)?(Num1 - Num2):(Num2 - Num1);
        2'b10:  
            result = Num1 * Num2;
        2'b11:  
            result = Num1 / Num2;    
        default:
            result = Num1 + Num2;
        endcase
    end
    always @(posedge CLK100MHZ)
    begin
        if(refresh >= 500000)
            refresh <= 0;
        else
            refresh <= refresh + 1;
    end
    assign active_display = refresh[18:16];
    always @(*)
    begin
        case(active_display)
            3'b000: begin
                AN = 8'b11111110;
                begin
                  if (Op==3 & Num2 == 0)
                    digito = 8;
                  else
                    digito = result%100%10;
                end
                   end
            3'b001: begin
                AN = 8'b11111101;
                begin
                  if (Op==3 & Num2==0)
                    digito = 8;
                  else
                    digito = result%100/10;
                end
                   end
            3'b010: begin                                
                AN = 8'b11111011;
                begin
                  if (Op==1 & Num2 > Num1)
                    digito = 10;
                  else
                    digito = result/100;
                end
                   end
            3'b011: begin
                AN = 8'b11110111;
                digito = Op;
                   end
            3'b100: begin
                AN = 8'b11101111;
                digito = Num2%100%10;
                   end 
            3'b101: begin
                AN = 8'b11011111;
                 digito = Num2%100/10;
                   end                    
            3'b110: begin
                 AN = 8'b10111111;
                 digito = Num1%100%10;
                   end  
            3'b111: begin
                 AN = 8'b01111111;
                 digito = Num1%100/10;
                   end                            
        endcase
    end
    always @(*)
    begin
        case(digito)
        4'b0000: display = 7'b0000001;  
        4'b0001: display = 7'b1001111;  
        4'b0010: display = 7'b0010010;  
        4'b0011: display = 7'b0000110;  
        4'b0100: display = 7'b1001100;  
        4'b0101: display = 7'b0100100;  
        4'b0110: display = 7'b0100000;  
        4'b0111: display = 7'b0001111;  
        4'b1000: display = 7'b0000000;  
        4'b1001: display = 7'b0000100;  
        4'b1010: display = 7'b1111110;  
        default: display = 7'b0000001;  
        endcase 
    end
endmodule
[config.mk]
export PLATFORM = sky130hd
export DESIGN_NAME = ALU
export DESIGN_NICKNAME = ALU
export VERILOG_FILES = /design/flow/design.v
export SDC_FILE = /design/flow/constraint.sdc
export NUM_CORES = 4
export LEC_CHECK = 1
export CORE_UTILIZATION = 50
[run.sh]
#!/bin/bash
# OpenROAD 26Q1-2900-gdf79404cd8, Yosys 0.63+post, stock flow scripts
make -C /OpenROAD-flow-scripts/flow DESIGN_CONFIG=/design/flow/config.mk WORK_HOME=/design/flow/orfs finish
==> ci_impl_report.md <==
## Synthesis and layout report

| Metric | Value |
|---|---|
| Run status | `finished, violations left` |
| Violated checks | `setup timing` |
| Synth async-reset ratio | `0` |
| Port Buf Inserts | `35` |
| Critical path buffers and inverters | `10` |
| Weighted congestion at the end of routability-driven global placement | `0.968` |
| Flip-flop count of the largest register after layout | `19` |
| Maximum count of clock buffers along a single path | `2` |
| Clock power share | `0.041` |
| Max_slew headroom | `0.287` |
| Total power draw | `~0.91 mW` |
| Warning count from the yosys run | `1` |
| OpenROAD warning count | `52` |
| Static power due to leakage | `4.19 nW` |
| Min-delay worst type | `reg2reg` |
| Number of global-route vias before repair | `7664` |
| Skew-Pair Late Insertion Delay | `0.25 ns` |
| Hold-fix buffers, CTS | `0` |
| Largest net degree at the start of global routing | `30` |
| Largest clock skew in the final design | `around 0.0023 ns` |
| Number of cells in the yosys synthesis report | `around 900` |
| CP Data Arrival Time | `between 15 and 20 ns` |
| Total number of placement rows | `~40` |
| Root buffer cell | `clkbuf_16` |
| First-pass DRT Iterations | `5` |
| Share of the synthesized area in the top cell type | `0.136` |
| Global-route wire length before repair | `37800 um` |
| Flip-flop and latch area | `between 300 and 400 um^2` |
| Register ranked first by flip-flop count | `refresh` |
| Switching power | `0.422 mW` |
| Type of element launching the critical path | `primary input` |
| Antenna fix cells | `0` |
| Clock sinks | `19` |
| Worst hold margin | `0.543 ns` |
| RSZ-0062 raised after global routing | `true` |
| Std-Cell Core Area | `12200 um^2` |
| # IOs | `36` |
| Mean instance size in the synthesized netlist | `just over 7 um^2` |
| Chip footprint | `roughly 13000 um^2` |
| Slew Limit Fails | `0` |
| Vias per Instance | `6.33` |
| TritonCTS buffer count | `3` |
| Transition time at the pin with the least slew margin | `1.06 ns` |
| Biggest regs | `refresh: 19 flops` |
| Post-synthesis cell type count | `roughly 100` |
| Share of power burned in registers | `0.038` |
| Synthesis area per yosys | `between 6000 and 7000 um^2` |
| Hold path endpoint | `refresh[0]` |
| Ratio of cells with drive above 1 in the final layout | `0.372` |
| Depth of the CTS H-tree | `1` |
| Flip-flops with a built-in enable | `0` |
| Required @ worst endpoint | `17.52 ns` |
| Ranking of synthesized cells by area | `ha_1, dfxtp_1, nor2_1` |
| Total Routed Length | `26400 um` |
| Finished Core Util | `0.792` |
| Filler Cell Count | `774` |
| Hold Startpoint | `refresh[0]` |
| Net switching share of the total power | `0.464` |
| Max Cap Violations | `0` |
| Final hold viol count | `0` |
| #FFs+latches synth | `19` |
| Setup TNS | `-7.78 ns` |
| Global route total overflow | `0` |
| Detailed placer's ending HPWL | `15900 um` |
| X dimension of the die | `115 um` |
| Routed length per instance | `19.6 um` |
| CTS tree | `yes` |
| Remaining design rule violation count | `0` |
| Starting DRC count in detailed routing | `801` |
| Layout overhead on the synthesized area | `52.0%` |
| Worst setup EP type | `output pin` |
| Time the final worst path needs with I/O delays and setup | `approximately 23 ns` |
| Part of the Yosys area used for sequential elements | `0.0600` |
| Global-route usage over all layers | `0.363` |
| Clock edge transition at the registers on the reported setup and hold paths | `0.05 ns` |
| Cell type contributing the most total cell area after synthesis | `ha_1` |
| Area of the mapped netlist | `6340 um^2` |
| Internal power | `0.489 mW` |
| Class of the most critical setup path | `in2out` |
| Mapped Cells | `a little under 900` |
| Reg2Reg Capture Point | `refresh[4]` |
| Top achievable clock speed | `43.3 MHz` |
| Maximum single-stage delay on the critical path | `0.56 ns` |
| Antenna-violating nets left | `0` |
| Most used DFF post-synth | `dfxtp_1` |
| Worst r2r path cells | `4` |
| Power density over the cells | `94.6 nW/um^2` |
| Cell count of the worst hold path | `1` |
| Critical path's slowest cell | `or4_4` |
| Highest net fanout along the worst path | `8` |
| Chip Height | `115 um` |
| Post-route worst setup slack | `-1.21 ns` |
| Initial cell density of the core | `0.521` |
| Detailed-route via count | `approximately 8500` |
| Area occupied by multi-input gates | `6300 um^2` |
| Combinational share of power | `0.921` |
| Most common cell on crit path | `ha_4` |
| Initial antenna violation count | `1` |
| Flop-to-flop setup slack | `19.91 ns` |
| Worst path top cell family by delay | `AND-OR/OR-AND gates` |
| Final setup vio count | `7` |
| Largest voltage drop on the vdd net | `97.2 uV` |
| Start of the worst register-to-register path | `refresh[16]` |
| Fraction of the cycle the final worst path needs | `1.06` |
[layout by cell type (no fill, tap or decap), types with 6 or more instances in the layout]
cell type / instances
mux2i_1: 7
nor4_1: 9
a211oi_1: 7
and2_4: 6
nor3_1: 36
buf_4: 269
buf_6: 10
xnor2_1: 20
fa_1: 7
nor2b_1: 13
o211ai_1: 16
a31oi_1: 9
inv_1: 44
or3_1: 14
ha_4: 16
o21ai_0: 43
o21a_1: 16
ha_1: 52
clkdlybuf4s50_1: 24
nor2_1: 83
xor2_1: 20
nand2b_1: 10
a21oi_1: 38
nor4_2: 7
o31ai_1: 8
nand4_1: 11
a21o_1: 16
buf_2: 7
and2_1: 7
a211o_1: 10
and3_1: 9
nand3_1: 29
nand2_1: 62
dfxtp_1: 19
o21ai_1: 9
nor2_2: 7
[area by class of cell]
type,instances,area share
well taps,168,0.0218
inverters,50,0.0205
flip-flops and latches,19,0.0395
repair buffers,314,0.256
multi-input cells,789,0.654
clock buffers,4,0.00818
[cell families after synthesis]
| family | Yosys count | share of synthesized area |
|---|---|---|
| AOI/OAI and AO/OA | 293 | 0.342 |
| xor gates and xnor gates | 41 | 0.0567 |
| adders and majority gates | 76 | 0.158 |
| buffers and inverters | 90 | 0.0620 |
| DFF | 19 | 0.0600 |
| muxes | 14 | 0.0251 |
| other | 1 | 0.000592 |
| and+or+nand+nor | 361 | 0.295 |
[through the flow]
step	instance area, um^2	cells	setup WS [ns]
floorplan	6630	898	-0.689
global placement	8430	1253	-1.33
detailed placement	8430	1253	-1.60
CTS	9290	1323	-0.609
global route	9630	1344	-1.85
finish	9630	1344	-1.21
[worst max-delay path by stage]
| stage | start | end | slack [ns] | cells past startpoint |
|---|---|---|---|---|
| final | Num2[1] | display[3] | -1.21 | 74 |
| after CTS | Num2[1] | display[3] | -0.61 | 73 |
| after global routing | Num2[1] | display[3] | -1.85 | 77 |
[cells in the mapped netlist (15+ instances only)]
cell type and instances:
dfxtp_1 19, nand3_1 31, inv_1 49, o21a_1 19
clkbuf_1 20, or3_1 16, nor2_1 90, nor2b_1 15
o21ai_0 51, nand2_1 66, a21o_1 16, xnor2_1 21
ha_1 69, xor2_1 20, o211ai_1 16, nor3_1 41
a21oi_1 45
[power by group through the flow]
stage         clock network [mW]  logic (mW)  registers, mW
CTS                       0.0369       0.764         0.0346
global route              0.0383       0.897         0.0346
finish                    0.0371       0.840         0.0346
[layer usage]
layer / GRT usage / wire (um) / vias up / part of all wire
li1: - / - / 3954 / -
met1: 0.523 / 11100 / 3951 / 0.42
met2: 0.571 / 11200 / 487 / 0.43
met3: 0.0599 / 2750 / 117 / 0.10
met4: 0.0857 / 1300 / 2 / 0.049
met5: 0 / 13 / - / 0.00049
[what timing repair did]
action                                  in CTS  in global routing
endpoints found under the setup margin       7                  7
pin swaps                                   66                 47
buffers inserted                            66                 21
endpoints found under the hold margin        0                  0
resized                                     96                 40
Power figures rest on the tool's default switching activity, not on a simulated workload.
