## flow/run.sh

```bash
#!/bin/bash
# OpenROAD 26Q1-2900-gdf79404cd8, Yosys 0.63+post, stock flow scripts
make -C /OpenROAD-flow-scripts/flow DESIGN_CONFIG=/design/flow/config.mk WORK_HOME=/design/flow/orfs finish
```

## flow/config.mk

```make
export PLATFORM = sky130hd
export DESIGN_NAME = semaforossdd
export DESIGN_NICKNAME = semaforossdd
export VERILOG_FILES = /design/flow/design.v
export SDC_FILE = /design/flow/constraint.sdc
export NUM_CORES = 4
export LEC_CHECK = 1
export CORE_UTILIZATION = 40
```

## flow/constraint.sdc

```tcl
current_design semaforossdd

set clk_period 6.2
set clk_io_pct 0.2

create_clock -name clk0 -period $clk_period [get_ports {CLK100MHZ}]

set non_clock_inputs [all_inputs -no_clocks]
set_input_delay [expr $clk_period * $clk_io_pct] -clock clk0 $non_clock_inputs
set_output_delay [expr $clk_period * $clk_io_pct] -clock clk0 [all_outputs]
```

## flow/design.v

```verilog
module debounce(
    input clk,
    input i_btn,
    output reg o_state,
    output o_ondn,
    output o_onup
    );
    reg sync_0, sync_1;
    always @(posedge clk) sync_0 <= i_btn;
    always @(posedge clk) sync_1 <= sync_0;
    reg [18:0] counter;
    wire idle = (o_state == sync_1);
    wire max = &counter;
    always @(posedge clk)
    begin
        if (idle)
            counter <= 0;
        else
        begin
            counter <= counter + 1;
            if (max)
                o_state <= ~o_state;
        end
    end
    assign o_ondn = ~idle & max & ~o_state;
    assign o_onup = ~idle & max & o_state;
endmodule
`timescale 1ns / 1ps
module semaforossdd(
    input CLK100MHZ,
    input BTNC,    
    input BTNU,
    output reg [7:0] AN,
    output reg [6:0] display,
    output reg G16,
    output reg G17,
    output reg R16,
    output reg R17
    );
    reg [3:0] digito;
    reg [18:0] refresh;
    wire active_display;
    reg [26:0] CONTADOR_SEG;  
    wire SEGUNDO;  
    reg [5:0] DISPLAY;  
    wire btn0_state, btn0_dn, btn0_up;
    debounce d_btn0 (
        .clk(CLK100MHZ),
        .i_btn(BTNC),
        .o_state(btn0_state),
        .o_ondn(btn0_dn),
        .o_onup(btn0_up)
    );
        wire btn1_state, btn1_dn, btn1_up;
    debounce d_btn1 (
        .clk(CLK100MHZ),
        .i_btn(BTNU),
        .o_state(btn1_state),
        .o_ondn(btn1_dn),
        .o_onup(btn1_up)
    );
always @( posedge CLK100MHZ)   
        begin
        if(btn0_dn & DISPLAY <= 20)
        begin
            DISPLAY <= 35;
        end
        else if (SEGUNDO==1)
          begin if(DISPLAY>=54)
                    DISPLAY <= 0;
                else
                    DISPLAY <= DISPLAY + 1;
                end
        end
    always @(posedge CLK100MHZ)
    begin
        begin
            if(CONTADOR_SEG>=99999999)
                 CONTADOR_SEG <= 0;
            else
                CONTADOR_SEG <= CONTADOR_SEG + 1;
        end
    end
    assign SEGUNDO = (CONTADOR_SEG==99999999)?1:0;
always @(posedge CLK100MHZ)
        begin
            if(refresh >= 500000)
                refresh <= 0;
            else
                refresh <= refresh + 1;
        end
        assign active_display = refresh[18];
    always @(posedge CLK100MHZ)
        if (DISPLAY >= 0 & DISPLAY < 20)
        begin
        R16<=1;
        R17<=0;
        G16<=0;
        G17<=0;
        end
        else if (DISPLAY >= 20 & DISPLAY < 30)
        begin
        G16<=1;
        R16<=0;
        end
        else if (DISPLAY >= 30 & DISPLAY < 35)
        begin
        R16 = 1;
        end
        else if (DISPLAY >= 35 & DISPLAY < 40)
        begin
        R16<=0;
        G16=0;
        R17=1;
        end
        else if (DISPLAY >= 40 & DISPLAY < 50)
        begin
        G17=1;
        R17=0;
        end
        else if (DISPLAY >= 50 & DISPLAY < 55)
        begin
        R17=1;
        end
     always @(*)
         begin
             case(active_display)
                 1'b0: begin
                     AN = 8'b11111110;
                     digito = DISPLAY%10;
                     end
                 1'b1: begin
                     AN = 8'b11111101;
                     digito = DISPLAY/10;
                        end
             endcase
         end
    always @(*)
    begin
        case(digito)
        4'b0000: display = 7'b0000001;  
        4'b0001: display = 7'b1001111;  
        4'b0010: display = 7'b0010010;  
        4'b0011: display = 7'b0000110;  
        4'b0100: display = 7'b1001100;  
        4'b0101: display = 7'b0100100;  
        4'b0110: display = 7'b0100000;  
        4'b0111: display = 7'b0001111;  
        4'b1000: display = 7'b0000000;  
        4'b1001: display = 7'b0000100;  
        4'b1010: display = 7'b1111110;  
        default: display = 7'b0000001;  
        endcase
    end
endmodule
```

==> results.toml <==
# synthesis and place-and-route metrics
[cells_and_area]
layout-drive-gt1-share = 0.0856
mi_logic_area_um2 = 2620
fillers = 1011
syn_to_final_growth_pct = 11.5
final_core_util = 0.467
design_area_um2 = 4880
regArea_um2 = 1570

[cts]
cts.sinks = 78
cts_root_buf = "clkbuf_8"
cts_buffers = 9
cts_tree = "built"
clkTransAtPathRegs_ns = 0.08
cts-htree-levels = 3
hold_buffers = 0
clk_latency_ns = 0.34
clock_path_buffers = 2

[power]
leakagePower_uw = 0.00197
power_uw = 928
powerDensity_nw_per_um2 = 190
peakVddDrop_mv = 0.100

[detailed_routing]
wl_per_cell_um = 12.0
drt_iter0_markers = 171
antenna_cells = 0
wl_met2_um = 3580
dr.pass1.iters = 4
dr_wl_met3_um = 247
routed.top_layer = "met4"
wirelength_met1_um = 4280
wl_um = 8210
routed_via_density = 5.16
vias = 3535
drc = 0
ant_nets = 0

[final_timing]
max_freq_mhz = 172
worst_pin_slew_ns = 0.877
rsz0062_at_grt = "false"
slew_viol_final = 0
setup_violations = 0
fin_setup_tns_ns = 0
layout_setup_ws_ns = 0.386
slew_headroom = 0.410
final.min_clock_period_ns = 5.81
finalClockSkew_ns = 0.0122
finalClockPeriodUsage = 0.938
hold_viol = 0

[logic_synthesis]
yosys_cells = 530
aoi_share = 0.117
synthTopLogicFamily = "simple AND/OR/NAND/NOR gates"
synthMuxAreaShare = 0.0126
synth_adder_area_share = 0.0543
edf_count = 1
yosysSeqAreaShare = 0.359
yosysWarnings = 2
async_reset_ff_frac = 0
avgSynthCellArea_um2 = 8.27
syn-instance-count = 530
ys_area_um2 = 4380
ys_types = 62
ys_ff = 78
syn_area_um2 = 4380
synth-simple-area-share = 0.282
flop_cell = "dfxtp_1"
synthXorXnorAreaFrac = 0.120

[setup_path]
r2r_end = "CONTADOR_SEG[22]$_SDFF_PP0_"
worstPathArrival_ns = 4.57
cp_data_required_time_ns = 4.96
rr_worst_depth = 5
r2r_start = "CONTADOR_SEG[25]$_SDFF_PP0_"
end_kind = "output pin"
startpoint_type = "flip-flop"
ff2ff_setup_slack_ns = 3.25
crit_type = "flip-flop to output pin"
cp_max_fo = 6
startpoint = "DISPLAY[3]$_SDFFE_PP0P_"

[placement]
port_buffers = 14
dp_slack_ns = 0.525
place_congestion = 0.939
dp_hpwl_um = 5690
place_area_um2 = 4600

[grt]
track_usage = 0.156
grt_pass1_wl_um = 14500
antenna_found_initial = 0
grt_overflow = 0
grt_pass1_vias = 3164
grt_max_degree = 28

[floorplanning]
core.rowCount = 37
die_area_um2 = 11400
initial_utilization = 0.419
core-area_um2 = 10500
die_y_um = 107
ioPinCount = 22
fp.dieW_um = 107

[min_path]
worstHoldStart = "d_btn0.sync_0$_DFF_P_"
hp-class = "flip-flop to flip-flop"
min_to = "d_btn0.sync_1$_DFF_P_"
hold_depth = 0

[run]
cap_violations = 0
warning_count = 39

[outcome]
status = "completed"
## state kept, by name, indices dropped and copies added (netlist names)
signal          count
d_btn0.sync_0       1
G16                 1
d_btn0.o_state      1
R17                 1
G17                 1
d_btn0.sync_1       1
CONTADOR_SEG       27
R16                 1
refresh            19
d_btn0.counter     19
DISPLAY             6
## cell families (layout without fill, tap and decap cells)
| family | after synthesis | after routing |
|---|---|---|
| buffers and inverters | 48 | 62 |
| other | 1 | 6 |
| adders and majority gates | 19 | 19 |
| AOI/OAI and AO/OA | 72 | 72 |
| muxes | 5 | 5 |
| xor gates and xnor gates | 60 | 60 |
| and+or+nand+nor | 247 | 247 |
| DFF | 78 | 78 |
## critical path: stages (launching register included)
cell and delay [ns]:
dfxtp_1 0.38, clkinvlp_4 0.16, ha_1 0.22, inv_1 0.05, ha_1 0.24, nand2b_1 0.17, o21a_2 0.26, o32a_1 0.37
and3_1 0.21, xnor2_2 0.17, nor2_1 0.07, a21o_1 0.22, ha_4 0.31, inv_1 0.08, nor3_1 0.18, a31oi_1 0.07
o221ai_1 0.21, a21oi_1 0.10, o32ai_1 0.27, clkdlybuf4s50_1 0.50
## layout by cell type (no fill, tap or decap), types with 5 or more instances in the layout
cell,Yosys,layout
xor2_1,38,38
nor3_1,11,10
nor2_1,92,92
nand4_1,12,12
conb_1,1,6
nand3_1,37,37
and3_1,11,11
inv_1,19,18
buf_4,9,10
clkbuf_8,0,10
and4_1,7,7
a31oi_1,7,7
clkdlybuf4s50_1,0,14
and2_1,8,8
a21oi_1,19,19
ha_1,19,18
nor2b_1,5,5
nand2_1,34,34
dfxtp_1,77,76
nor4_1,8,8
xnor2_1,22,21
## synth_stat cells (9+ instances only)
| master | instances | area (µm²) |
|---|---|---|
| a21oi_1 | 19 | 95.1 |
| and3_1 | 11 | 68.8 |
| buf_4 | 9 | 67.6 |
| dfxtp_1 | 77 | 1540 |
| ha_1 | 19 | 238 |
| inv_1 | 19 | 71.3 |
| nand2_1 | 34 | 128 |
| nand3_1 | 37 | 185 |
| nand4_1 | 12 | 75.1 |
| nor2_1 | 92 | 345 |
| nor3_1 | 11 | 55.1 |
| xnor2_1 | 22 | 193 |
| xor2_1 | 38 | 333 |
## per-layer routing
metal	GRT usage	vias up
li1	-	1846
met1	0.247	1636
met2	0.237	45
met3	0.0236	8
met4	0.0196	0
met5	0	-
## where the power goes
part | switching (µW) | leakage, µW | internal [µW]
sequential | 1.39 | 0.000630 | 504
clock | 178 | 0.000110 | 239
combinational | 3.26 | 0.00123 | 2.83
## stage by stage
stage | cells | hold slack, ns
2_1_floorplan | 535 | 0.310
3_3_place_gp | 664 | 0.313
3_5_place_dp | 664 | 0.312
4_1_cts | 680 | 0.334
5_1_grt | 685 | 0.351
6_report | 685 | 0.333
## worst max-delay path by stage
stage | endpoint | cells past startpoint
finish | display[2] | 19
CTS | display[2] | 19
global route | display[2] | 19
## final cells by class
| cell class | instances | area share |
|---|---|---|
| multi-input combinational | 409 | 0.536 |
| timing repair buffer | 24 | 0.0441 |
| inverter | 22 | 0.0177 |
| sequential | 78 | 0.322 |
| clock buffer | 11 | 0.0290 |
| clock inverter | 5 | 0.0167 |
| tap | 136 | 0.0348 |
## what timing repair did
action,4_1_cts,5_1_grt
gates resized,0,7
setup buffers,0,5
setup endpoints to repair,0,1
Power is estimated from default activity; no workload was simulated.
